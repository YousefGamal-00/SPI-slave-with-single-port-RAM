==> design.v <==
module SPI_Single_Port_RAM 
(
    input clk , rst_n , 
    input [9:0] din ,  
    input rx_valid ,  
    output reg [7:0] dout ,  
    output reg tx_valid    
);
localparam MEM_DEPTH = 256 ; 
localparam MEM_WIDTH = 8   ; 
reg [MEM_WIDTH-1 : 0] RAM [MEM_DEPTH-1 : 0] ;  
reg [7:0] temp_address ;  
integer i ;
always @(posedge clk) 
begin
    if(!rst_n)
        begin
            dout <= 8'h00;  
            tx_valid <= 1'b0;  
            temp_address <= 8'h00;
            for(i=0 ; i<MEM_DEPTH ; i=i+1)
               begin
                    RAM[i] <= { MEM_WIDTH{1'b0} } ;                
               end
        end
    else
        begin
            if (rx_valid) 
            begin
                case (din[9:8])  
                    2'b00: 
                        temp_address <= din[7:0];  
                    2'b01: 
                        RAM[temp_address] <= din[7:0];  
                    2'b10: 
                        temp_address <= din[7:0];  
                    2'b11: 
                        dout <= RAM[temp_address];  
                endcase
            end
            tx_valid <= (din[9:8] == 2'b11) ? 1'b1 : 1'b0;  
        end
end
endmodule
module SPI_Slave
(
    input clk , rst_n  ,         
    input MOSI ,                 
    input SS_n ,                
    input tx_valid ,          
    input [7 : 0] tx_data ,  
    output reg MISO ,               
    output reg rx_valid ,          
    output reg [9 : 0] rx_data   
);
 reg [2:0] CS , NS ;
 reg [3:0] counter_1 ;  
 reg [2:0] counter_2 ;  
 reg Is_the_address_sent = 1'b0;  
 reg [9 : 0] SPI_Slave_register ;    
 localparam IDLE      = 3'b000  ;
 localparam CHK_CMD   = 3'b001  ;
 localparam WRITE     = 3'b010  ;
 localparam READ_ADD  = 3'b011  ;
 localparam READ_DATA = 3'b100  ;
(* fsm_encoding = "Gray"  *)
always @(posedge clk or negedge rst_n) 
begin
        if( ! rst_n )
                CS <= IDLE ; 
        else
                CS <= NS ;
end
    always @(*) 
    begin
        case (CS)
            IDLE: 
                begin
                    if( SS_n || !rst_n )
                        NS = IDLE ;
                    else
                        NS = CHK_CMD ;    
                end
            CHK_CMD:
                    begin
                        if(SS_n)
                            NS = IDLE;
                        else if( (SS_n == 0) && (MOSI == 0) ) 
                            NS = WRITE;  
                        else if((SS_n == 0) && (MOSI == 1)) 
                            begin
                                if(Is_the_address_sent) 
                                    NS = READ_DATA;  
                                else 
                                    NS = READ_ADD;    
                            end
                        else
                            NS = CHK_CMD;  
                    end
            WRITE:
                begin
                    if(SS_n)
                        NS = IDLE;
                    else
                        NS = WRITE;  
                end
            READ_ADD:
                begin
                    if(SS_n)
                        NS = IDLE;
                    else
                        NS = READ_ADD;  
                end
            READ_DATA:
                begin
                    if(SS_n)
                        NS = IDLE;
                    else 
                        NS = READ_DATA;  
                end
            default: NS = IDLE;  
        endcase
    end
always @(posedge clk)  
begin
        if(rst_n)  
        begin
            case (CS) 
                IDLE:  
                    begin
                        MISO <= 0;
                        counter_1 <= 4'b0000 ;
                        counter_2 <= 3'b000 ;
                        rx_valid  <= 1'b0 ;
                        rx_data   <= 10'b0 ;
                    end
                CHK_CMD: 
                        begin
                            MISO <= 0;
                            rx_data <= 0;
                            rx_valid <= 0;        
                        end
                WRITE: 
                    begin
                            if (counter_1 < 10) 
                                begin
                                    SPI_Slave_register <= (SPI_Slave_register<<1) | MOSI  ;  
                                    counter_1 <= counter_1 + 1;
                                    rx_valid  <= 1'b0;
                                end 
                            else 
                                begin
                                    counter_1 <= 4'h0;
                                    rx_data  <= SPI_Slave_register;
                                    rx_valid <= 1'b1;
                                    SPI_Slave_register <= 10'd0;
                                end
                    end
                READ_ADD: 
                        begin
                              Is_the_address_sent <= 1'b1 ;  
                            if (counter_1 < 10) 
                                begin
                                    SPI_Slave_register <= (SPI_Slave_register<<1) | MOSI  ;  
                                    counter_1 <= counter_1 + 1;
                                    rx_valid  <= 1'b0;
                                end 
                            else 
                                begin
                                    counter_1 <= 4'h0;
                                    rx_data  <= SPI_Slave_register;
                                    rx_valid <= 1'b1;
                                    SPI_Slave_register <= 10'd0;
                                end
                        end
                    READ_DATA: 
                            begin
                                Is_the_address_sent <= 1'b0;   
                                if (counter_1 < 10) 
                                    begin
                                        SPI_Slave_register <= (SPI_Slave_register << 1) | MOSI;
                                        counter_1 <= counter_1 + 1;
                                        rx_valid  <= 1'b0;
                                    end 
                                else 
                                    begin
                                        counter_1 <= 4'h0;
                                        rx_data  <= SPI_Slave_register;
                                        rx_valid <= 1'b1;
                                        SPI_Slave_register <= 10'd0;
                                    end
                                if ( tx_valid ) 
                                    begin
                                        MISO <= tx_data[7 - counter_2];
                                        counter_2 <= counter_2 + 1;
                                    end 
                                else
                                    begin
                                        MISO <= 0;  
                                    end
                            end
                default: 
                    begin
                         MISO <= 0;
                        counter_1 <= 4'b0000 ;
                        counter_2 <= 3'b000 ;
                        Is_the_address_sent <= 1'b0 ;
                        rx_valid <= 1'b0 ;
                        rx_data <= 10'b0 ;
                    end
            endcase
        end
end
endmodule
module SPI_Wrapper_top_module
(
    input  wire clk , rst_n ,
    input  wire MOSI , SS_n ,
    output wire MISO     
);
wire [9:0] RAM_data_in ;
wire [7:0] RAM_data_out ;
wire rx , tx ;
SPI_Single_Port_RAM mem ( 
                          .clk(clk) ,
                          .rst_n(rst_n) ,
                          .rx_valid(rx) ,
                          .tx_valid(tx) ,
                          .din(RAM_data_in) , 
                          .dout(RAM_data_out) 
                        ) ;
SPI_Slave DUT (   
                  .clk(clk)             ,
                  .SS_n(SS_n)           ,     
                  .MOSI(MOSI)           ,
                  .MISO(MISO)           ,
                  .rst_n(rst_n)         ,
                  .tx_valid(tx)         ,
                  .rx_valid(rx)         ,
                  .rx_data(RAM_data_in) ,
                  .tx_data(RAM_data_out)
              ) ;
endmodule
==> run.sh <==
#!/bin/bash
# OpenROAD 26Q1-2900-gdf79404cd8, Yosys 0.63+post, stock flow scripts
make -C /OpenROAD-flow-scripts/flow DESIGN_CONFIG=/design/flow/config.mk WORK_HOME=/design/flow/orfs finish
==> config.mk <==
export PLATFORM = sky130hd
export DESIGN_NAME = SPI_Wrapper_top_module
export DESIGN_NICKNAME = SPI_Wrapper_top_module
export VERILOG_FILES = /design/flow/design.v
export SDC_FILE = /design/flow/constraint.sdc
export NUM_CORES = 4
export LEC_CHECK = 1
export CORE_UTILIZATION = 40
==> constraint.sdc <==
current_design SPI_Wrapper_top_module

set clk_period 36.4
set clk_io_pct 0.2

create_clock -name clk0 -period $clk_period [get_ports {clk}]

set non_clock_inputs [all_inputs -no_clocks]
set_input_delay [expr $clk_period * $clk_io_pct] -clock clk0 $non_clock_inputs
set_output_delay [expr $clk_period * $clk_io_pct] -clock clk0 [all_outputs]
==> summary.txt <==
run metrics: Worst Setup SP=rst_n, DRT Wirelength=276000 um, Hold Startpoint=DUT.SPI_Slave_register[9]$_SDFFCE_PP0P_, flip-flops with a built-in enable=2078, DRC Markers=0, Fin Setup TNS=0 ns, Post-DRT Antenna Nets=0, layout cells sized above 1=16.4%, Clock transition at path regs=roughly 0.060 ns, Top cell area share=63.6%, Pre-Place Util=40.3%, Routed WL per cell=28.2 um, remaining global-route overflow=0, RSZ-0062 raised after global routing=false, outcome=finished clean, WHS Path Cells=1, Final Util=44.1%, Synth async-reset ratio=0.238%, Mapped Area=98000 um2, critical path type=in2reg, Distinct lib cells used=roughly 65, Log Warnings=44, CORE AREA=about 240000 um2, Yosys Chip Area=98000 um2, Late-Pin Clk Latency=0.87 ns, Clock Sinks=2100, I/O Pins=5, CTS buffer count=219, register share after synthesis=between 60 and 70%, root buffer cell=clkbuf_16, achievable frequency=around 99 MHz, initial antenna violation count=4, reg2reg start=mem.temp_address[1]$_SDFFE_PN0P_, vias per inst=between 5 and 6, DP HPWL=163000 um, Commonest Layout Cell=edfxtp_1, routability cong.=0.918, Clock Skew=between 0.03 and 0.04 ns, Lkg Pwr=43.9 nW, DRT iter0 DRCs=4700, Mapped Avg Cell Area=14.3 um2, Top cells by area=edfxtp_1 (64%), and3_1 (12%), mux4_2 (12%), GR Util All Layers=24.3%, Pre-Repair DR Iteration Count=5, Slew Limit Fails=0, Gate Count Post-Synth=~6900, H-tree levels=4, Resize count post-CTS=0, Vert. Die Dim=497 um, number of port buffers=4, pin count of the biggest net entering global routing=between 100 and 150, Top FF cell, synth=edfxtp_1, relative slew slack=27.7%, Crit. End Element=register, Max Root-Sink Buffers=3, Yosys Instances=roughly 6900, final period utilization=27.7%, maximum net fanout on the critical path=56, synth warn=2, Finish-stage setup viols=0, final hold violations=0, most frequent cells in the layout=edfxtp_1 (2078), and3_1 (1865), nand2_1 (622), Die X=~500 um, number of global-route vias before repair=60500, CP Launch Type=primary input, # fillers=between 20000 and 25000, Via Count=57800, fin crit period=10.07 ns, Synth flops=2100, first-pass GRT wire length=409000 um, maxcap violations=0, HP Class=reg2reg, postcts setup bufs=0, Area Growth Syn to Fin=9.55%, Post-CTS Hold Buffers=0, num rows=181, Required @ worst endpoint=~37 ns, power per standard cell area=48.8 nW/um2, Crit path arrival time=10.57 ns, CTS tree=done, biggest area consumer among synthesized cells=edfxtp_1, die area=247000 um2, R2R depth=11, Worst Tran Pin Value=1.08 ns, Max VDD drop=0.0589 mV
==> stage by stage <==
step	cell area [um2]	hold slack [ns]	worst slack [ns]	power [mW]	instances
detailed placement	100000	0.509	25.55	3.07	9396
floorplan	98000	0.497	26.92	2.96	6870
finish	107000	0.517	26.33	5.24	9806
global placement	100000	0.507	25.65	3.07	9396
global route	107000	0.544	26.15	5.38	9801
CTS	107000	0.520	26.47	5.27	9800
==> worst max-delay path, cell delays in order <==
cell     delay, ns
buf_8         0.35
and4b_1       0.46
nand3_1       0.36
nor2_4        0.96
buf_4         0.59
nand2_1       0.09
nand2_1       0.29
==> synth_stat cells (7+ instances only) <==
cell      number
nor2b_1       11
a22oi_1       35
nand2b_1      11
nand2_1      622
nor2_1        91
a32oi_1       38
clkbuf_1     716
nand3_1       51
o22ai_1       15
buf_6         18
buf_4         42
a21oi_1       37
mux2i_1      148
nor3_1        26
a31oi_1       19
buf_2         92
o221ai_1       7
buf_1         27
inv_1          7
mux2_2        17
mux4_2       503
and2_1       216
a211oi_1      15
nor4_1         7
and3_1      1866
edfxtp_1    2078
dfxtp_1       17
o21ai_0       52
==> kinds of logic after synthesis <==
family | count (synthesis) | share of synthesized area, %
AND-OR/OR-AND | 261 | 1.85
XOR/XNOR | 2 | 0.0179
adder cells (fa/ha/maj) | 2 | 0.0255
buffers and inverters | 906 | 3.88
flip-flops | 2100 | 64.1
multiplexers | 668 | 13.3
AND/OR/NAND/NOR | 2931 | 16.8
==> sequential cells by signal (all words and copies together) (netlist names) <==
name,count
mem.temp_address,8
mem.tx_valid,1
mem.RAM,2048
DUT.SPI_Slave_register,10
DUT.MISO,1
DUT.Is_the_address_sent,1
DUT.counter_1,4
DUT.rx_data,10
DUT.CS,5
DUT.rx_valid,1
mem.dout,8
DUT.counter_2,3
==> path summary, 6_finish.rpt <==
kind	end	slack, ns
min reg2reg	DUT.rx_data[9]$_SDFFCE_PN0P_	0.52
max reg2reg	mem.dout[2]$_SDFFE_PN0P_	30.92
min in group asynchronous	DUT.CS[3]$_DFF_PN0_	6.31
max in group asynchronous	DUT.CS[1]$_DFF_PN0_	29.19
min	DUT.rx_data[9]$_SDFFCE_PN0P_	0.52
max	mem.RAM[250][1]$_SDFFCE_PN0P_	26.33
==> final cells by class <==
type,count,area (um2),area share [%]
Antenna cell,6,15.0,0.0140
Clock buffer,268,5730,5.33
Clock inverter,136,1330,1.24
Inverter,11,51.3,0.0478
Multi-Input combinational cell,3864,31600,29.4
Sequential cell,2100,62900,58.6
Tap cell,3202,4010,3.73
Timing Repair Buffer,219,1780,1.66
==> power breakdown <==
group          internal, mW  switching, mW  leakage [nW]  total [mW]
logic                0.0798          0.188          18.8       0.268
registers              2.73         0.0254          21.6        2.75
clock network          1.28          0.943          3.43        2.22
total                  4.08           1.16          43.9        5.24
==> layer usage <==
| layer | track usage [%] | part of all wire, % | up-vias |
|---|---|---|---|
| met4 | 6.29 | 3.2 | 16 |
| met5 | 1.89 | 0.23 | - |
| met3 | 15.9 | 15 | 479 |
| met1 | 32.0 | 36 | 28800 |
| met2 | 34.8 | 46 | 3014 |
| li1 | - | - | 25500 |
Power figures rest on the tool's default switching activity, not on a simulated workload.
